===== ./run.sh =====
#!/bin/bash
# OpenROAD 26Q1-2900-gdf79404cd8, Yosys 0.63+post, stock flow scripts
make -C /OpenROAD-flow-scripts/flow DESIGN_CONFIG=/design/flow/config.mk WORK_HOME=/design/flow/orfs finish

===== ./config.mk =====
export PLATFORM = sky130hd
export DESIGN_NAME = ZigZagAlien
export DESIGN_NICKNAME = ZigZagAlien
export VERILOG_FILES = /design/flow/design.v
export SDC_FILE = /design/flow/constraint.sdc
export NUM_CORES = 4
export LEC_CHECK = 1
export CORE_AREA = 10 10 70 70
export DIE_AREA = 0 0 80 80

===== ./constraint.sdc =====
current_design ZigZagAlien

set clk_period 1.6
set clk_io_pct 0.2

create_clock -name clk0 -period $clk_period [get_ports {clk}]

set non_clock_inputs [all_inputs -no_clocks]
set_input_delay [expr $clk_period * $clk_io_pct] -clock clk0 $non_clock_inputs
set_output_delay [expr $clk_period * $clk_io_pct] -clock clk0 [all_outputs]

===== ./design.v =====
`timescale 1ns / 1ps
module ZigZagAlien(
    input clk,
    input reset,
    input enable,
    input canLeft,
    input canRight,
    output reg[2:0] Motion
    );
	parameter NO_MOTION = 0 ;
	parameter LEFT = 1 ;
	parameter RIGHT = 2 ;
	parameter DOWN = 3 ;
	reg[1:0] etat;
	always @(posedge clk) begin
	  if (reset) etat <= NO_MOTION;
	  else
		   if (enable)
				case (etat)
					NO_MOTION: if (canRight) etat <= RIGHT;
					RIGHT:     if (~canRight) etat <= DOWN;
					DOWN:      if (canLeft) etat <= LEFT;
							     else if (canRight) etat <= RIGHT;
								  else etat <= NO_MOTION;
					LEFT:      if (~canLeft) etat <= DOWN;
					default:   etat <= NO_MOTION;
				endcase
	end
	always @(etat) begin
		case (etat)
			NO_MOTION: Motion = 3'b000;
			RIGHT:     Motion = 3'b100;
			DOWN:      Motion = 3'b010;
			LEFT:      Motion = 3'b001;
			default:   Motion = 3'b000;
		endcase
	end
endmodule

==> changes_impl.md <==
### Metrics

* Status: completed
* Final Slew Violations at 0
* TritonCTS clock tree: yes
* Critical path capture point type: primary output
* DR WL/cell at 8.77 um
* Buffer and inverter count on the worst path at 1
* Largest net degree at the start of global routing at 7
* Hold buffers post-CTS at 0
* VDD IR max at 0.211 mV
* Max Clk Rate at 692 MHz
* Largest Register: etat
* Register share after synthesis at 43.8%
* First-pass GRT wire length at 1.04 mm
* CTS Root Buffer Type: clkbuf_4
* CP top delay family: buffers and inverters
* Slowest cell on the critical path: clkdlybuf4s50_1
* Startpoint type of the worst setup path: flip-flop
* Detailed Route Iter0 Violations at 20
* Hold Vio Cnt, Final at 0
* FILL cells at 402
* Layout Skew at 0.00897 ns
* Setup ws final at 0.154 ns
* Fp util at 5.35%
* DR DRC count at 0
* Final min period at 1.45 ns
* Worst-path cell chain: clkdlybuf4s50_1
* I/O pin cnt at 8
* Slew of the pin with the lowest slew margin at 0.271 ns
* WS Path Type: reg2out
* Place WS at 0.188 ns
* Req. time, crit path at 1.28 ns
* Finished Layout Cells at 77
* Std cell rows at 21
* Worst slew margin at 81.9%
* Placed instance area at 299 sq um
* Biggest registers after layout: etat (4)
* Post-CTS Setup Inserts at 0
* Number of global-route vias before repair at 210
* Max FFs per register at 4
* Die width at 80 um
* Min-Delay Path Class: reg2reg
* Chip height at 80 um
* Leak at 0.116 nW
* H-tree depth at 1
* Number of cells in Yosys stat at 23
* Port Buffer Count at 7
* Post-route ant nets at 0
* Die area at 6400 sq um
* Post-route cell area at 324 sq um
* Crit Path Max Fanout at 3
* Antenna violations before repair at 0
* Final Setup Violations at 0
* Top cells excl fill/tap: clkdlybuf4s50_1 (7), dfxtp_1 (4), inv_1 (3), clkbuf_4 (3)
* Reg area at 80.1 sq um
* Setup_tns at 0 ns
* Synth Instances at 23
* GP Congestion at 0.678
* Share of layout cells above drive strength 1 at 13.3%
* Log Warnings at 25
* Late-Pin Clk Latency at 0.24 ns
* Placed insts at 73
* Hold Slack at 0.511 ns
* Total Power at 283 uW
* Via density per instance at 2.57
* Logic area at 80.1 sq um
* Finished Core Util at 9.49%
* Synth Warn # at 1
* Vias at 198
* Synthesized flop and latch total at 4
* Avg Cell Area, Syn at 7.94 sq um
* CP arrival at 1.13 ns
* Dominant logic cell type in the layout: clkdlybuf4s50_1
* Distinct lib cells at 12
* Tcrit/Tclk final at 90.4%
* Clock buffer depth at 2
* CP max stage delay at 0.52 ns
* GR Overflow Total at 0
* Routed WL at 675 um
* Setup repair after global routing missed its margin: no
* CTS buffer count at 3
* Post-CTS resize count at 0
* Synthesized cell area at 183 sq um
* Chip area line of the yosys report at 183 sq um
* # Max-Cap Violations at 0
* PwrDens at 872 nW/um^2
* Area growth from synthesis to layout at 77.4%
* Iteration tally of the first detailed-router pass at 5
* Clock Pin Slew Worst Setup and Hold Paths at 0.04 ns
* # clock sinks at 4
* Core area at 3420 sq um
* Total global-route track usage at 2.32%
[layer usage]
| layer | track usage (%) | share of wire, % |
|---|---|---|
| met5 | 0 | 0 |
| met4 | 0.352 | 0 |
| met3 | 4.66 | 39 |
| met2 | 1.93 | 24 |
| met1 | 2.20 | 37 |
[power breakdown]
part	leakage, nW	internal, mW	switching, mW	total [mW]
Sequential	0.0330	0.107	0.00588	0.112
Combinational	0.0694	0.0235	0.0154	0.0389
Clock	0.0138	0.0843	0.0469	0.131
[Yosys cell counts]
cell,instances,area (sq um)
a211oi_1,1,7.51
a21oi_1,2,10.0
a221oi_1,1,8.76
and2b_1,2,15.0
clkbuf_1,3,11.3
dfxtp_1,4,80.1
inv_1,3,11.3
nand2_1,1,3.75
nor2_1,2,7.51
nor3_1,2,10.0
nor4_2,1,12.5
o21ai_0,1,5.00
[area by class of cell]
| class | instances | area share, % |
|---|---|---|
| inverters | 3 | 3.47 |
| repair buffers | 7 | 21.6 |
| flip-flops and latches | 4 | 24.7 |
| well taps | 46 | 17.8 |
| diodes | 1 | 0.772 |
| clock buffers | 3 | 6.95 |
| multi-input cells | 13 | 24.7 |
[worst paths after layout]
| kind | start | depth (start not counted) | end | slack (ns) |
|---|---|---|---|---|
| worst max register to register | etat[3] | 3 | etat[1] | 0.71 |
| worst max-delay path | etat[2] | 1 | Motion[0] | 0.15 |
| worst min register to register | etat[0] | 2 | etat[0] | 0.51 |
| worst min-delay path | etat[0] | 2 | etat[0] | 0.51 |
[kinds of logic (layout without fill, tap and decap cells)]
kind of cell           count (synthesis)  count (layout)  share of synthesized area, %
AOI/OAI and AO/OA                      5               5                          17.1
buffers and inverters                  6              13                          12.3
other                                  0               1                             0
and+or+nand+nor                        8               8                          26.7
DFF                                    4               4                          43.8
No activity file was given, so power comes from the tool's default toggle rates.
