File: design.v
`timescale 1ns / 1ps
module TimeUnitEnable(
    input clk,
	input reset,
	input enable,
    output pulse
    );
	function integer Size(input integer in);
		for (Size =0 ; in >0 ; Size = Size + 1) in = in >> 1 ;
	endfunction
	parameter FREQ_CLK = 50000000 ;
	parameter FREQ_WANTED = 20000 ;
	localparam NB_TIC = FREQ_CLK/FREQ_WANTED ;  
	localparam SIZE_CPT = Size(NB_TIC) ;
	reg[SIZE_CPT-1:0] cpt ; 
	always @(posedge clk) begin
		if (reset) cpt <= 0 ;
		else if (enable) begin 
			if (cpt == NB_TIC - 1) cpt <= 0 ;
			else cpt <= cpt + 1 ;
		end
	end
	assign pulse = enable && (cpt == NB_TIC - 1) ;
endmodule
File: config.mk
export PLATFORM = sky130hd
export DESIGN_NAME = TimeUnitEnable
export DESIGN_NICKNAME = TimeUnitEnable
export VERILOG_FILES = /design/flow/design.v
export SDC_FILE = /design/flow/constraint.sdc
export NUM_CORES = 4
export LEC_CHECK = 1
export CORE_AREA = 10 10 70 70
export DIE_AREA = 0 0 80 80
File: run.sh
#!/bin/bash
# OpenROAD 26Q1-2900-gdf79404cd8, Yosys 0.63+post, stock flow scripts
make -C /OpenROAD-flow-scripts/flow DESIGN_CONFIG=/design/flow/config.mk WORK_HOME=/design/flow/orfs finish
File: constraint.sdc
current_design TimeUnitEnable

set clk_period 2.4
set clk_io_pct 0.2

create_clock -name clk0 -period $clk_period [get_ports {clk}]

set non_clock_inputs [all_inputs -no_clocks]
set_input_delay [expr $clk_period * $clk_io_pct] -clock clk0 $non_clock_inputs
set_output_delay [expr $clk_period * $clk_io_pct] -clock clk0 [all_outputs]
==> results.yml <==
# flow metrics
status:
  status: "finished, final reports clean"
finish:
  reg.largest.list: "cpt: 12 flops"
  stdcell_count: 118
  area_growth_pct: 25.84
  layout_top_cells: "nor2_1, dfxtp_1, xnor2_1"
  largest-register: "cpt"
  final_util_pct: 20.70
  lay_top_count: "nor2_1"
  largest_reg_flops: 12
  fillers: 397
  drive_gt1_share_pct: 16.67
routing:
  viasPerCell: 3.619
  vias: 427
  antenna_left: 0
  drt_pass1_iterations: 2
  drc: 0
  drt_iter0_drc: 13
  routedWlPerCell_um: 8.220
  antenna_cells: 0
  drt_wl_total_um: 970
floorplanning:
  num_rows: 21
  die_h_um: 80
  ios: 4
  fp.dieW_um: 80
  chipArea_um2: 6400
  fp_util_pct: 16.45
  core_um2: 3416
synthesis:
  synthAdderAreaFrac_pct: 2.227
  yosysWarnings: 1
  ys_sh_mux_pct: 1.782
  yosys.area.top_type_share_pct: 42.76
  synth_cells: 63
  yosys_area_um2: 561.8
  ys_cells: 63
  xor_share_pct: 17.15
  simple_gate_share_pct: 26.50
  yosysTopAreaCell: "dfxtp_1"
  ys_seq_share_pct: 42.76
  syn_area_um2: 561.8
  top_logic_kind: "simple AND/OR/NAND/NOR gates"
  ys_ff: 12
  aoi_share_pct: 4.900
  avgSynthCellArea_um2: 8.917
  ys_types: 16
  ys_top_cells_by_area: "dfxtp_1, xnor2_1, nor2_1"
grt:
  grt_pass1_vias: 418
  grt_max_degree: 13
  grt_usage_pct: 3.126
  grt-ovfl-total: 0
  grt_first_pass_wirelength_um: 1725
  grt_antenna_before_repair: 0
pwr:
  p_per_area_nw_per_um2: 551.2
  ir_drop_uv: 259.5
  swShare_pct: 21.06
  p_int_w: 0.0003076
  p_seq_share_pct: 52.7
  total_power_w: 0.0003896
  power_frac_comb_pct: 6.1
  p_switching_w: 0.00008205
  leakage_nw: 0.2301
  clkPwrFrac_pct: 41.2
placed_design:
  place_congestion: 0.7467
  portBuffers: 3
  dp.cells: 114
  hpwl_um: 732.7
clock_tree:
  htreeDepth: 1
  post_cts_resized: 3
  post_cts_buffers: 0
  cts-root-buf: "clkbuf_4"
  cts_tree: "built"
  clk_latency_ns: 0.27
  holdBufCountCts: 0
  clockBufferDepth: 2
  numClockSinks: 12
  cts_buffers: 3
  cts.clk_slew.worst_paths_ns: 0.08
critical_path:
  critPathKind: "reg -> out"
  cp_max_fo: 5
  path_cells: "or4_4, nor4_2, dlygate4sd2_1"
  cp.arrival_ns: 1.65
  cp-end-kind: "output pin"
  slowest_stage: "or4_4"
  max_stage_delay_ns: 0.54
  startpoint_type: "flop"
  required_ns: 1.92
hold_path:
  hp-class: "reg -> reg"
sta:
  setup_viol: 0
  slew_violations: 0
  max_freq_mhz: 469.9
  rsz0062_at_grt: "no"
  final.setup_skew_ns: 0.0009928
  fin_crit_sh_pct: 88.67
  hold_slack_ns: 0.5377
  hold_viol_final: 0
  slew_headroom_pct: 78.58
  finalCriticalPeriod_ns: 2.128
  finalSetupTns_ns: 0
  tightest_slew_ns: 0.3184
job:
  warnings: 25
  cap_violations: 0
-- power groups by stage --
stage | combinational (W) | sequential, W | clock (W)
5_1_grt | 0.0000266 | 0.000206 | 0.000170
4_1_cts | 0.0000240 | 0.000205 | 0.000166
6_report | 0.0000237 | 0.000206 | 0.000160
-- final timing paths --
path | from | slack (ns) | end | depth (start not counted)
setup / recovery | cpt[3] | 0.27 | pulse | 3
hold / removal | cpt[11] | 0.54 | cpt[11] | 2
setup reg to reg | cpt[3] | 0.79 | cpt[11] | 4
hold reg to reg | cpt[11] | 0.54 | cpt[11] | 2
-- through the flow --
stage	cell area [um2]	setup WS, ns
6_report	706.9	0.2720
3_5_place_dp	664.4	0.05817
4_1_cts	706.9	0.2470
2_1_floorplan	561.8	0.8144
3_3_place_gp	664.4	0.07105
5_1_grt	706.9	0.2025
-- kinds of logic after synthesis --
family | after synthesis
xor+xnor | 11
flops | 12
fa+ha+maj | 1
compound gates | 1
simple gates | 32
mux | 1
buf+inv | 5
-- metal layers --
| metal | vias up | track usage, % | share of wire [%] | wire length (um) |
|---|---|---|---|---|
| met2 | 4 | 4.896 | 44 | 431 |
| li1 | 228 | - | - | - |
| met1 | 195 | 4.212 | 51 | 497 |
| met5 | - | 0 | 0 | 0 |
| met4 | 0 | 0.7042 | 0 | 0 |
| met3 | 0 | 0.7955 | 4.2 | 41 |
-- cell usage after synthesis (all sizes together) --
| cell | number |
|---|---|
| nor4 | 2 |
| inv | 3 |
| xor2 | 3 |
| or4 | 1 |
| buf | 1 |
| o41ai | 1 |
| nand2 | 4 |
| nand4 | 3 |
| xnor2 | 8 |
| ha | 1 |
| mux2i | 1 |
| nor2 | 15 |
| nor3 | 4 |
| nand3 | 3 |
| clkbuf | 1 |
| dfxtp | 12 |
-- critical path, delay by kind of cell (launching register included) --
kind	cells	cell delay [ns]
DFF	1	0.35
buffers and inverters	1	0.23
and+or+nand+nor	2	0.79
-- final cells by class --
type / count / area, um2 / area share, %
Timing Repair Buffer: 7 / 58.81 / 8.319
Sequential cell: 12 / 241.5 / 34.16
Multi-Input combinational cell: 46 / 301.5 / 42.65
Tap cell: 46 / 57.56 / 8.142
Clock buffer: 4 / 36.28 / 5.133
Inverter: 3 / 11.26 / 1.593
Power figures rest on the tool's default switching activity, not on a simulated workload.
